--- flow/design.v ---
module de10_bus_controller(
    input [31:0] addr,
    input [31:0] sram_data,
    input [31:0] sdram_data,
    input [31:0] peripheral_data,
    input sram_ready,
    input sdram_ready,
    input peripheral_ready, 
    output oen_sram,
    output oen_sdram,
    output oen_peripherals,
    output reg [31:0] odata,
    output omem_ready,
    input clk,
    input rst);
    wire [9:0] tag;
    reg en_sram;
    reg en_sdram;
    reg en_peripherals;
    reg mem_ready;
    assign tag = addr[31:22];
    assign oen_sram = en_sram;
    assign oen_sdram = en_sdram;
    assign oen_peripherals = en_peripherals;
    assign omem_ready = mem_ready;
    always @ (*) begin
        if (tag == 10'h0) begin
            en_sram <= 1'b1;
            en_sdram <= 1'b0;
            en_peripherals <= 1'b0;
            mem_ready <= sram_ready;
        end
        else if (tag == 10'h1) begin
            en_sram <= 1'b0;
            en_sdram <= 1'b0;
            en_peripherals <= 1'b1;
            mem_ready <= peripheral_ready;
        end
        else if (tag == 10'h2) begin
            en_sram <= 1'b0;
            en_sdram <= 1'b1;
            en_peripherals <= 1'b0;
            mem_ready <= sdram_ready;
        end
        else begin
            en_sram <= 1'b0;
            en_sdram <= 1'b0;
            en_peripherals <= 1'b0;
            mem_ready <= 1'b1;
        end
    end
    always @ (*) begin
        if (tag == 10'h0) begin
            odata <= sram_data;
        end
        else if (tag == 10'h1) begin
            odata <= peripheral_data;
        end
        else if (tag == 10'h2) begin
            odata <= sdram_data;
        end
        else begin
            odata <= 32'b0;
        end
    end
endmodule
--- flow/config.mk ---
export PLATFORM = sky130hd
export DESIGN_NAME = de10_bus_controller
export DESIGN_NICKNAME = de10_bus_controller
export VERILOG_FILES = /design/flow/design.v
export SDC_FILE = /design/flow/constraint.sdc
export NUM_CORES = 4
export LEC_CHECK = 1
export CORE_AREA = 10 10 74 74
export DIE_AREA = 0 0 84 84
--- flow/constraint.sdc ---
current_design de10_bus_controller

set clk_period 3.3
set clk_io_pct 0.2

create_clock -name clk0 -period $clk_period

set non_clock_inputs [all_inputs -no_clocks]
set_input_delay [expr $clk_period * $clk_io_pct] -clock clk0 $non_clock_inputs
set_output_delay [expr $clk_period * $clk_io_pct] -clock clk0 [all_outputs]
--- flow/run.sh ---
#!/bin/bash
# OpenROAD 26Q1-2900-gdf79404cd8, Yosys 0.63+post, stock flow scripts
make -C /OpenROAD-flow-scripts/flow DESIGN_CONFIG=/design/flow/config.mk WORK_HOME=/design/flow/orfs finish
==> flow_metrics.env <==
# flow metrics
export IMPL_cp_slowest_cell="clkdlybuf4s50_1"
export IMPL_wire_per_inst_um=15.7
export IMPL_yosysUniqueCellTypes=20
export IMPL_die_h_um=84
export IMPL_ys_chip_area_mm2=0.00100
export IMPL_post_cts_resized=0
export IMPL_final_max_slew_viol_count=0
export IMPL_ios=169
export IMPL_critPathRequiredTime_ps=2640
export IMPL_io_buffer_count=145
export IMPL_cts_setup_buffers=0
export IMPL_syn_area_mm2=0.00100
export IMPL_cp_buffers_inverters=3
export IMPL_critPathMaxFanout=18
export IMPL_hold_class="in2out"
export IMPL_setup_violations=0
export IMPL_nFillCells=371
export IMPL_worst_slew_pin_slew_ps=369
export IMPL_crit_start="addr[25]"
export IMPL_placementRows=23
export IMPL_drive_gt1_frac=0.0683
export IMPL_path_class="in2out"
export IMPL_nClkBuffers=0
export IMPL_die_width_um=84
export IMPL_logic_area_um2=886
export IMPL_max_cap_violations=0
export IMPL_antenna_found_initial=0
export IMPL_end_kind="output pin"
export IMPL_vias=1525
export IMPL_grt_start_max_net_pins=22
export IMPL_drt_total_wl_um=5370
export IMPL_warnings=57
export IMPL_drcViolationCount=0
export IMPL_overflow=0
export IMPL_regArea_um2=0
export IMPL_ys_cells=153
export IMPL_cp_common_cell="clkdlybuf4s50_1"
export IMPL_dieArea_mm2=0.00706
export IMPL_finalClockPeriodUsage=0.933
export IMPL_grt_pass1_wl_um=8480
export IMPL_ir_drop_v=0.0000494
export IMPL_final_area_mm2=0.00249
export IMPL_setup_worst_path_end="oen_sram"
export IMPL_critPathArrivalTime_ps=2420
export IMPL_cp_num_cells=6
export IMPL_coreArea_mm2=0.00397
export IMPL_rsz0062_at_grt="false"
export IMPL_fmax_mhz=325
export IMPL_worst_setup_path_start_kind="input pin"
export IMPL_initial_core_util=0.252
export IMPL_grt_pass1_vias=1552
export IMPL_ctsHoldBuffers=0
export IMPL_diodes=0
export IMPL_status="completed"
export IMPL_ys_seq_share=0
export IMPL_gp_congestion=0.847
export IMPL_dp_hpwl_um=4610
export IMPL_crit_path_max_incr_delay_ps=510
export IMPL_power_total_uw=213
export IMPL_seq_cell_count=0
export IMPL_yosys_warnings=1
export IMPL_power_density_mw_per_mm2=85.6
export IMPL_power_leakage_uw=0.000929
export IMPL_final_antenna_net_count=0
export IMPL_fin_crit_ps=3080
export IMPL_first_pass_iters=4
export IMPL_grt_usage=0.144
export IMPL_syn_inst=153
export IMPL_drt_vias_per_instance=4.45
export IMPL_critPathTopFamily="buffers and inverters"
export IMPL_drt_iter0_markers=67
export IMPL_hold_violations=0
export IMPL_tns_ps=0
export IMPL_crit_path_cell_trace="clkdlybuf4s50_1 > nor4_2 > nand2_2 > buf_4 > nor3_1 > clkdlybuf4s50_1"
export IMPL_syn_to_final_growth_pct=149
export IMPL_place_area_mm2=0.00249
export IMPL_postSynthAreaPerCell_um2=6.54
export IMPL_max_slew_margin_rel=0.754
-- cells in the mapped netlist (all sizes together) --
cell type,number,share of area
nor3b,1,0.0075
nor2b,1,0.0063
nor2,1,0.0037
nor3,1,0.0050
a21oi,32,0.16
nand2,33,0.13
mux2i,32,0.32
clkbuf,3,0.011
o22ai,1,0.0063
mux2,1,0.011
or2,32,0.20
nand2b,1,0.0063
buf,11,0.11
nand3,1,0.0050
nor4,2,0.025
-- where the power goes --
| group | internal (uW) | switching (uW) | total, uW |
|---|---|---|---|
| sequential | 0 | 0 | 0 |
| clock | 0 | 0 | 0 |
| combinational | 155 | 57.4 | 213 |
-- kinds of logic after synthesis --
family | share of synthesized area
AND/OR/NAND/NOR | 0.385
AND-OR/OR-AND | 0.166
multiplexers | 0.331
buffers and inverters | 0.117
-- routing by layer --
layer	wire length, um	track usage	vias up
li1	-	-	803
met1	2300	0.182	642
met2	2580	0.243	78
met3	469	0.0482	2
met4	21	0.00609	0
met5	0	0	-
-- stage by stage --
stage / setup WS (ps) / util / hold WS (ps) / instances
after floorplan: 1280 / - / 1380 / 153
after global placement: 212 / 0.626 / 2160 / 343
after detailed placement: 190 / 0.626 / 2160 / 343
after CTS: 188 / 0.626 / 2150 / 343
after global routing: 74.8 / 0.626 / 2200 / 343
final: 220 / 0.626 / 2150 / 343
-- layout make-up --
type / count / area share
Tap cell: 50 / 0.0252
Timing Repair Buffer: 154 / 0.619
Multi-Input combinational cell: 139 / 0.356
-- layout by cell type, fill, tap and decap left out --
cell type / instances
buf_12: 2
nor2b_2: 1
mux2i_1: 32
o22ai_1: 1
buf_2: 1
mux2_2: 1
nor2_1: 1
nand2_2: 1
clkdlybuf4s50_1: 144
buf_4: 7
nand2_1: 32
or2_2: 5
nor3_1: 1
a21oi_1: 32
nand3_1: 1
nor3b_1: 1
or2_0: 20
or2_1: 7
nor4_2: 2
nand2b_1: 1
-- worst min-delay path by stage --
stage / cells after the start / end / start
global route: 3 / oen_peripherals / addr[22]
finish: 3 / oen_peripherals / addr[22]
CTS: 3 / oen_sram / addr[22]
No activity file was given, so power comes from the tool's default toggle rates.
